## design/flow/run.sh

```bash
#!/bin/bash
# OpenROAD 26Q1-2900-gdf79404cd8, Yosys 0.63+post, stock flow scripts
make -C /OpenROAD-flow-scripts/flow DESIGN_CONFIG=/design/flow/config.mk WORK_HOME=/design/flow/orfs finish
```

## design/flow/config.mk

```make
export PLATFORM = sky130hd
export DESIGN_NAME = ps2_kb
export DESIGN_NICKNAME = ps2_kb
export VERILOG_FILES = /design/flow/design.v
export SDC_FILE = /design/flow/constraint.sdc
export NUM_CORES = 4
export LEC_CHECK = 1
export CORE_UTILIZATION = 30
```

## design/flow/constraint.sdc

```tcl
current_design ps2_kb

set clk_period 2.1
set clk_io_pct 0.2

create_clock -name clk0 -period $clk_period [get_ports {clk}]

set non_clock_inputs [all_inputs -no_clocks]
set_input_delay [expr $clk_period * $clk_io_pct] -clock clk0 $non_clock_inputs
set_output_delay [expr $clk_period * $clk_io_pct] -clock clk0 [all_outputs]
```

## design/flow/design.v

```verilog
module ps2_kb(
    input wire rst,
    input wire clk,
    inout wire data_pin,
    inout wire clk_pin,
    output reg [15:0] input_keys,
    output reg [4:0] newest_key_down,
    input wire clear_newest_key_down
);
function [4:0] keycode(input [7:0] ps2_code);
    case (ps2_code)
        8'h22: keycode = 0;
        8'h16: keycode = 1;
        8'h1E: keycode = 2;
        8'h26: keycode = 3;
        8'h15: keycode = 4;
        8'h1D: keycode = 5;
        8'h24: keycode = 6;
        8'h1C: keycode = 7;
        8'h1B: keycode = 8;
        8'h23: keycode = 9;
        8'h1A: keycode = 10;
        8'h21: keycode = 11;
        8'h25: keycode = 12;
        8'h2D: keycode = 13;
        8'h2B: keycode = 14;
        8'h2A: keycode = 15;
        default: keycode = 16;
    endcase
endfunction
reg prev_byte_was_release;
reg parity_fail;
reg [7:0] current_byte;
reg [4:0] current_keycode;
reg [3:0] bit_counter;
assign clk_pin = clk;
always @(negedge clk or posedge rst or posedge clear_newest_key_down) begin: ps2_block
    if (rst) begin
        bit_counter <= 0;
        current_byte <= 0;
        prev_byte_was_release <= 0;
        parity_fail <= 0;
        input_keys <= 0;
        newest_key_down <= 16;
        current_keycode <= 16;
    end else if (clear_newest_key_down) begin
        newest_key_down <= 16;
    end else begin
        bit_counter <= bit_counter + 4'b1;
        if (bit_counter == 0) begin
            if (data_pin) begin
                bit_counter <= 0;
            end
        end else if (bit_counter <= 8) begin
            current_byte[bit_counter[2:0]] <= data_pin;
        end else if (bit_counter == 9) begin
            parity_fail <= (^current_byte == data_pin);
            current_keycode <= keycode(current_byte);
        end else begin
            bit_counter <= 0;
            current_byte <= 0;
            prev_byte_was_release <= 0;
            parity_fail <= 0;
            current_keycode <= 16;
            if (parity_fail == 0 && data_pin != 0) begin
                if (current_byte == 8'hF0) begin
                    prev_byte_was_release <= 1;
                end else begin
                    if (current_keycode < 16) begin
                        input_keys[current_keycode[3:0]] <= ~prev_byte_was_release;
                        if (!prev_byte_was_release && !input_keys[current_keycode[3:0]]) begin
                            newest_key_down <= current_keycode;
                        end
                    end
                end
            end
        end
    end
end
endmodule
```

==> summary.txt <==
Numbers from the implementation run.

The number of buffers added to fix hold violations after cts is 0. The congestion estimate from routability-driven global placement came to 0.882. The number of buffers created by CTS is 5. In this run the vertical extent of the chip is 109 um.

The share of the core filled by cells before placement is 0.311. The fraction of synthesis flops using an asynchronous set or reset pin is 1.00. According to the dpl log, the detail-placed design has an HPWL of 6520 um. Buffers placed on the I/O ports in this run total 23.

The average instance in the mapped netlist occupies 9.00 um^2. The post-CTS resize count is 0. The flow did not finish. The clock root buffer is clkbuf_16.

The multiplexer share of the synthesized area is 0.0774. The number of rows in the core area is 38. The sink count of the clock tree is 40. The synthesized-area fraction occupied by adder cells is 0.0623. Per the placement report, the placed cell count is 559. The maximum number of pins on one net before global-route repair is 37. The area reported by Yosys stat is 3410 um^2. The synth_stat.txt file lists the number of cells as 379.

The largest non-sequential cell family by area is simple AND/OR/NAND/NOR gates. The share of the Yosys chip area taken by registers is 0.371. The flop and latch count out of synthesis is 40. Per the synthesis report, the AND-OR/OR-AND share of the synthesized area is 0.187.

The tool reported: "[ERROR RSZ-0074] Failed to build tree from global routes for pin 'data_pin' and net 'data_pin' at grid (3450, 51750): found route to 9 pins, expected 8". The post-synth tally of flip-flops with integrated enable is 0. In this run the horizontal extent of the chip is 109 um. Counting the warning lines in the Yosys log gives 19.

The count of endpoints without a timing constraint was 1. The cell-mix breakdown from Yosys lists the simple-gate area share as 0.198. Synthesis produced a netlist whose cell count is 379.

The count of pins on the block boundary is 26. The post-synthesis share of cell area spent on xor and xnor gates is 0.0282. The flow stopped in global routing. The worst slack at placement is -0.514 ns. The number of setup buffers added after CTS is 0.

The area of the mapped netlist is 3410 um^2. The depth of the CTS H-tree is 2. The most used flip-flop cell after synthesis is dfbbn_1.

The number of buffers between clock root and the deepest sink is 2. The tally of unique sky130hd cells used after synthesis is 58.
==> metrics by stage <==
stage	hold slack, ns	area, um^2	total power, mW	setup TNS [ns]	util
floorplan	0.418	3480	2.33	-10.36	-
global placement	0.420	4130	0.100	-34.83	0.376
detailed placement	0.420	4130	0.102	-35.72	0.376
CTS	0.420	4270	0.287	0	0.388
==> cells by family after synthesis <==
kind of cell	Yosys count
fa+ha+maj	17
compound gates	100
simple gates	128
xor+xnor	11
buf+inv	66
flops	40
mux	17
==> synth_stat cells, types with 3 or more instances <==
cell type | instances | area share
dfbbn_1 | 35 | 0.33
nand4_1 | 16 | 0.029
inv_1 | 36 | 0.040
clkbuf_1 | 24 | 0.026
a31oi_1 | 3 | 0.0055
ha_1 | 17 | 0.062
mux2i_1 | 5 | 0.015
dfrtn_1 | 4 | 0.029
o22ai_1 | 3 | 0.0055
o21ai_1 | 9 | 0.013
nor2b_1 | 4 | 0.0073
nand2b_1 | 9 | 0.017
nor3_1 | 7 | 0.010
a22o_1 | 15 | 0.039
and3_1 | 9 | 0.017
nand2_1 | 51 | 0.056
nor2_1 | 11 | 0.012
a21oi_1 | 48 | 0.070
mux2_4 | 3 | 0.013
mux4_2 | 6 | 0.040
nor3b_1 | 5 | 0.011
nor4_1 | 4 | 0.0073
xnor2_1 | 9 | 0.023
No activity file was given, so power comes from the tool's default toggle rates.
