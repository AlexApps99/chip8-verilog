==> flow/design.v <==
module rng (
    input wire rst,
    input wire clk,
    output reg [7:0] x
);
function [7:0] next_rand_num(input [7:0] rand_num);
    reg [7:0] x;
    x = rand_num;
    x = x ^ (x << 4);
    x = x ^ (x >> 3);
    x = x ^ (~x << 1);
    x = x ^ (x << 3);
    next_rand_num = x;
endfunction
parameter SEED = 8'h4;
always @(posedge rst or posedge clk) begin: rng_block
    if (rst) begin
        x <= SEED;
    end else begin
        x <= next_rand_num(x);
    end
end
endmodule
==> flow/run.sh <==
#!/bin/bash
# OpenROAD 26Q1-2900-gdf79404cd8, Yosys 0.63+post, stock flow scripts
make -C /OpenROAD-flow-scripts/flow DESIGN_CONFIG=/design/flow/config.mk WORK_HOME=/design/flow/orfs finish
==> flow/config.mk <==
export PLATFORM = sky130hd
export DESIGN_NAME = rng
export DESIGN_NICKNAME = rng
export VERILOG_FILES = /design/flow/design.v
export SDC_FILE = /design/flow/constraint.sdc
export NUM_CORES = 4
export LEC_CHECK = 1
export CORE_AREA = 10 10 76 76
export DIE_AREA = 0 0 86 86
==> flow/constraint.sdc <==
current_design rng

set clk_period 1.7
set clk_io_pct 0.2

create_clock -name clk0 -period $clk_period [get_ports {clk}]

set non_clock_inputs [all_inputs -no_clocks]
set_input_delay [expr $clk_period * $clk_io_pct] -clock clk0 $non_clock_inputs
set_output_delay [expr $clk_period * $clk_io_pct] -clock clk0 [all_outputs]
==> flow_metrics.env <==
# yosys + openroad results
export IMPL_hpwlAfterDp_um=526
export IMPL_grt_pass1_wl_mm=1.02
export IMPL_cellInternalPower_mw=0.356
export IMPL_h_tree_depth=1
export IMPL_switching_share=0.169
export IMPL_cts_buffer_depth=2
export IMPL_cts_tree="done"
export IMPL_combPwrFrac=0.013
export IMPL_drive_gt1_frac=0.108
export IMPL_cp_arrival_ns=1.26
export IMPL_yosys_warnings=1
export IMPL_period_needed_ns=1.60
export IMPL_fp_util=0.0839
export IMPL_core_um2=4120
export IMPL_clkPwrFrac=0.539
export IMPL_crit_type="reg -> out"
export IMPL_reg_top3="x x8"
export IMPL_most_common_layout_cells="11 x xnor2_1, 9 x clkdlybuf4s50_1, 7 x dfrtp_1"
export IMPL_drc=0
export IMPL_drtIter0Drc=14
export IMPL_hold_slack_ns=0.352
export IMPL_cp_slowest_stage_delay_ns=0.56
export IMPL_reg2reg_from="x[3]"
export IMPL_max_flop_register="x"
export IMPL_setup_tns_ns=0
export IMPL_cts_root_buf="clkbuf_8"
export IMPL_yosysChipArea_um2=345
export IMPL_yosysSeqAreaShare=0.583
export IMPL_final_common_cell="xnor2_1"
export IMPL_fin_crit_sh=0.942
export IMPL_skew_ns=0.00387
export IMPL_cp_top_family="flip-flops"
export IMPL_yosys_register_bits=8
export IMPL_grt_max_degree=9
export IMPL_cp_data_required_time_ns=1.36
export IMPL_crit_path_start="x[2]"
export IMPL_critPathLaunchType="register"
export IMPL_wl_per_cell_um=7.44
export IMPL_vdd_drop_max_mv=0.121
export IMPL_synth_area_um2=345
export IMPL_hold_class="in -> async"
export IMPL_leakage_nw=0.221
export IMPL_cts_clk_slew_worst_paths_ns=0.04
export IMPL_io_buffer_count=9
export IMPL_post_cts_buffers=0
export IMPL_synth_distinct_cells=6
export IMPL_grt_overflow_total=0
export IMPL_synth_stat_cells=24
export IMPL_grt_antenna_before_repair=0
export IMPL_grt_pass1_vias=224
export IMPL_synth_area_per_cell_um2=14.4
export IMPL_track_usage=0.0167
export IMPL_rows=23
export IMPL_synthCells=24
export IMPL_vias=204
export IMPL_slew_headroom=0.744
export IMPL_finalMaxSlewViolations=0
export IMPL_critPathBufInv=1
export IMPL_numCtsBuffers=3
export IMPL_cp_end_kind="primary output"
export IMPL_largest_reg_flops=8
export IMPL_clock_latency_ns=0.22
export IMPL_gp_congestion=0.811
export IMPL_die_area_um2=7400
export IMPL_p_per_area_nw_per_um2=788
export IMPL_routed_wl_um=647
export IMPL_die_x_um=86
export IMPL_drtPass1Iterations=2
export IMPL_final_hold_viol_count=0
export IMPL_status="complete, no violations"
export IMPL_worst_pin_slew_ns=0.381
export IMPL_max_cap_violations=0
export IMPL_hold_buffers=0
export IMPL_syn_to_final_growth_pct=57.2
export IMPL_drtAntennaViolNets=0
export IMPL_crit_fanout=4
export IMPL_seq_power_share=0.448
export IMPL_crit_chain="clkdlybuf4s50_1"
export IMPL_cp_slowest_cell="dfstp_2"
export IMPL_num_antenna_cells=0
export IMPL_max_freq_mhz=624
export IMPL_power_switching_mw=0.0721
export IMPL_vias_per_cell=2.34
export IMPL_num_io_pins=10
export IMPL_die_h_um=86
export IMPL_rsz0062_at_grt="false"
export IMPL_setup_violations_final=0
export IMPL_warning_count=25
export IMPL_cts_resized=0
export IMPL_cts_sinks=8
worst reg2reg max path, cell delays in order, from the launching register on:
cell and delay [ns]:
dfrtp_1 0.43, xnor2_1 0.33, xnor3_1 0.45
synth_stat cells:
library cell  count  area (um^2)
dfstp_2           1         26.3
xnor2_1          11         96.3
xnor3_1           1         22.5
dfrtp_1           7          175
inv_1             2         7.51
xor2_1            2         17.5
metal layers:
metal | global-route usage | up-vias | share of wire
met5 | 0 | - | 0
met4 | 0.00599 | 0 | 0.0062
met3 | 0.0153 | 2 | 0.19
met2 | 0.0264 | 9 | 0.44
met1 | 0.0148 | 96 | 0.36
li1 | - | 97 | -
power groups by stage:
stage | clock [mW] | sequential [mW] | combinational (mW)
4_1_cts | 0.239 | 0.191 | 0.00622
5_1_grt | 0.251 | 0.191 | 0.00687
6_report | 0.231 | 0.191 | 0.00570
area by class of cell:
class | instances | area (um^2)
Clock buffer | 4 | 45.0
Inverter | 2 | 7.51
Fill cell | 457 | 3570
Timing Repair Buffer | 9 | 90.1
Multi-Input combinational cell | 14 | 136
Sequential cell | 8 | 201
Tap cell | 50 | 62.6
logic make-up (layout without fill, tap and decap cells):
family / count (synthesis) / after routing / synth area share
xor gates and xnor gates: 14 / 14 / 0.395
DFF: 8 / 8 / 0.583
buffers and inverters: 2 / 15 / 0.0217
through the flow:
step                      area [um^2]   util  cells  power, mW  setup slack (ns)
after floorplan                   345      -     24      0.197             0.489
after global placement            498  0.121     83      0.200             0.329
after detailed placement          498  0.121     83      0.200             0.325
after CTS                         543  0.132     87      0.436            0.0865
after global routing              543  0.132     87      0.450            0.0625
final                             543  0.132     87      0.428            0.0983
path summary, 6_finish.rpt:
path / slack (ns) / endpoint / depth (start not counted)
worst max-delay path: 0.1 / x[2] / 1
worst min-delay path: 0.35 / x[6] / 2
worst max register to register: 0.38 / x[4] / 2
worst min register to register: 0.56 / x[7] / 1
max in group asynchronous: 1.07 / x[2] / 2
min in group clk0: 0.56 / x[7] / 1
No activity file was given, so power comes from the tool's default toggle rates.
